`flow/config.mk`:
```
export PLATFORM = sky130hd
export DESIGN_NAME = fourBit2421
export DESIGN_NICKNAME = fourBit2421
export VERILOG_FILES = /design/flow/design.v
export SDC_FILE = /design/flow/constraint.sdc
export NUM_CORES = 4
export LEC_CHECK = 1
export CORE_AREA = 10 10 70 70
export DIE_AREA = 0 0 80 80
```
`flow/constraint.sdc`:
```
current_design fourBit2421

set clk_period 1.3
set clk_io_pct 0.2

create_clock -name clk0 -period $clk_period [get_ports {clk}]

set non_clock_inputs [all_inputs -no_clocks]
set_input_delay [expr $clk_period * $clk_io_pct] -clock clk0 $non_clock_inputs
set_output_delay [expr $clk_period * $clk_io_pct] -clock clk0 [all_outputs]
```
`flow/design.v`:
```
`timescale 1ns / 1ps
module fourBit2421(
    input clk, rst,
    output [3:0]out2421
    );
reg [3:0]out;
always @(posedge clk)
begin
    if(!rst)
        out <= 4'b0000;
    else
        if(out==4'b1001)
            out = 4'b0000;
        else
            out <= out + 1;
end
assign out2421[3] = out[3] | out[2]&out[1] | out[2]&out[0];
assign out2421[2] = out[3] | out[2]&out[1] | out[2]&(~out[0]);
assign out2421[1] = out[3] | (~out[2])&out[1] | out[2]&(~out[1])&out[0];
assign out2421[0] = out[0];
endmodule
```
`flow/run.sh`:
```
#!/bin/bash
# OpenROAD 26Q1-2900-gdf79404cd8, Yosys 0.63+post, stock flow scripts
make -C /OpenROAD-flow-scripts/flow DESIGN_CONFIG=/design/flow/config.mk WORK_HOME=/design/flow/orfs finish
```
==> results.toml <==
# flow metrics
[logic_synthesis]
synthesis.yosys.warnings = 1
top_cell_area_share_pct = 35.4
syn_area_per_cell_sq_um = 8.09
netlist_area_sq_um = 226
ys_ff = 4
top_cells_by_area = "sky130_fd_sc_hd__dfxtp_1, sky130_fd_sc_hd__ha_1, sky130_fd_sc_hd__nand2b_1"
synth.yosys.chip_area_sq_um = 226
yosysTopAreaCell = "sky130_fd_sc_hd__dfxtp_1"
ys_cells = 28
seq_area_frac_synth_pct = 35.4
number_of_standard_cells_after_synthesis = 28
synth_cell_types = 15

[hold_path]
hold-path-endpoint = "out[0]$_SDFF_PP0_"
min_path_type = "reg -> reg"
hold_path.startpoint = "out[0]$_SDFF_PP0_"
worstHoldPathCells = 2

[setup_path]
crit_path_start = "out[1]$_SDFF_PP0_"
critical_path.endpoint_type = "primary output"
path_buffers = 2
worstReg2RegEnd = "out[3]$_SDFF_PP0_"
worstReg2RegStart = "out[1]$_SDFF_PP0_"
ff2ff_setup_slack_ns = 0.09
cp-start-kind = "flip-flop"
reg2regPathDepth = 7
timing.critical_path.fanout_max = 4
critical_path.slowest_cell = "sky130_fd_sc_hd__dfxtp_4"
critical_path_class = "reg -> out"
worstPathCellList = "inv_4 -> a21oi_2 -> or2_4 -> buf_6"
critPathArrivalTime_ns = 1.01
timing.critical_path.slowest_cell_delay_ns = 0.36
critPathRequiredTime_ns = 1.04
worst_path_dominant_cell_family = "flip-flops"

[drt]
drtIter0Drc = 12
post_drt_wl_per_cell_microns = 6.53
drt_pass1_iterations = 2
route.antenna.remaining_nets = 0
drt_wl_total_microns = 607
route.vias.total = 246
antenna-diode-count = 0
drcViolationCount = 0
detail_route.vias_per_cell = 2.65

[power]
p_switching_mw = 0.0974
power.share.combinational_pct = 26.2
pwr_density_cell_nw_per_um2 = 842
sequentialPowerShare_pct = 35.8
power.share.switching_pct = 24.2
p_leak_nw = 0.201
largest_voltage_drop_on_the_vdd_net_mv = 0.129
internal-power_mw = 0.305
clockPowerShare_pct = 38.0

[clock_tree]
tritoncts = "yes"
htree_num_levels = 1
clock_latency_ns = 0.23
cts.reportedPaths.clkPinSlew_ns = 0.04
clk_root_buffer_cell = "sky130_fd_sc_hd__clkbuf_4"
cts.hold.buffers_added = 0
cts.sink_count = 4
clockBufferDepth = 2
cts-buffers-inserted = 3

[placed_design]
place_congestion = 0.694
dp_hpwl_microns = 437
buffers_added_on_ports = 5

[grt]
grt_most_used_layer = "met2"
grtUsageMet2_pct = 2.57
groute.usage.overall_pct = 1.99
via_count_of_the_first_global_routing_pass = 246
grt_antenna_before_repair = 0
first_pass_grt_wire_length_microns = 1060
grt_use_met1_pct = 2.40
groute.layer.met3.usage_pct = 1.70
global_route.overflow_total = 0
maximum_number_of_pins_on_one_net_before_global_route_repair = 5

[sta]
final_min_period_over_clock_period_pct = 98.0
rsz0062_at_grt = "true"
hold-worst-slack_ns = 0.585
maxClockFrequency_ghz = 0.785
max_slew_margin_pct = 88.8
timing.final.max_slew_violations = 0
finClkSkew_ns = 0.00604
finalHoldViolCount = 0
worst-slew-pin-transition_ns = 0.167
crit_path_time_final_ns = 1.27
report.final.setup_viol = 0

[finish]
layout.core_utilization_pct = 14.0
mostFrequentLayoutCell = "sky130_fd_sc_hd__buf_4"
largest-register = "out"
reg_top3 = "out: 4 flops"
drive_gt1_share_pct = 59.6
layout.cells.most_common_list = "sky130_fd_sc_hd__buf_4, sky130_fd_sc_hd__buf_6, sky130_fd_sc_hd__nand2b_1, sky130_fd_sc_hd__clkbuf_4"
area_delta_synth_final_pct = 111
largest_register_ffs = 4

[outcome]
outcome = "finished clean"

[floorplan]
boundaryPins = 6
floorplan.die.width_microns = 80
chipHeight_microns = 80
design.die.area_sq_um = 6400
floorplan.initialDensity_pct = 6.63
placementRows = 21
core_area_sq_um = 3420

[run]
maxCapViolations = 0
stage_log_warnings = 27
[layout make-up]
class	count	area, sq um
fill	392	2940
multi-input combinational	21	156
timing repair buffer	17	143
sequential	4	88.8
tap	46	57.6
clock buffer	3	22.5
inverter	2	10.0
[metrics by stage]
stage / instances / setup TNS (ns) / setup WS [ns] / area (sq um) / power, mW
after detailed placement: 86 / -0.230 / -0.0961 / 387 / 0.219
after floorplan: 28 / 0 / 0.233 / 226 / 0.167
final: 93 / 0 / 0.0257 / 478 / 0.403
after global placement: 86 / -0.191 / -0.0904 / 387 / 0.218
after CTS: 93 / 0 / 0.00272 / 448 / 0.403
after global routing: 93 / -0.0350 / -0.0233 / 478 / 0.441
[routing by layer]
metal / part of all wire, % / routed length, microns
met5: 0 / 0
met4: 0 / 0
met3: 13 / 78
met2: 44 / 268
met1: 43 / 260
[what timing repair did]
| action | CTS | global route |
|---|---|---|
| endpoints found under the setup margin | 4 | 7 |
| resized | 21 | 11 |
| setup buffers | 4 | 0 |
| pin swaps | 1 | 3 |
| endpoints found under the hold margin | 0 | 0 |
[power by group through the flow]
stage	clock, mW	sequential (mW)	combinational, mW
final	0.153	0.144	0.105
after global routing	0.174	0.146	0.120
after CTS	0.167	0.142	0.0937
[cells by family after synthesis]
logic type | count (synthesis) | synth area share, %
buffers and inverters | 3 | 6.63
AOI/OAI and AO/OA | 6 | 15.5
and+or+nand+nor | 13 | 31.5
adders and majority gates | 2 | 11.0
DFF | 4 | 35.4
[Yosys cell counts]
cell,n
sky130_fd_sc_hd__dfxtp_1,4
sky130_fd_sc_hd__nand2b_1,3
sky130_fd_sc_hd__a21oi_1,2
sky130_fd_sc_hd__ha_1,2
sky130_fd_sc_hd__inv_1,2
sky130_fd_sc_hd__nand2_1,2
sky130_fd_sc_hd__nand3_1,2
sky130_fd_sc_hd__nor2_1,2
sky130_fd_sc_hd__nor3b_1,2
sky130_fd_sc_hd__o21ai_0,2
sky130_fd_sc_hd__a21boi_0,1
sky130_fd_sc_hd__and3_1,1
sky130_fd_sc_hd__buf_4,1
sky130_fd_sc_hd__o21a_1,1
sky130_fd_sc_hd__or2_2,1
[tightest hold or removal path: cells and delay by family (launching register included)]
kind / cells / cell delay (ns)
flops: 1 / 0.36
simple gates: 1 / 0.05
buf+inv: 1 / 0.14
[worst max path at each step]
stage | end | slack (ns) | cells after the start
finish | out2421[2] | 0.03 | 4
global route | out2421[2] | -0.02 | 4
CTS | out2421[2] | 0.003 | 4
Power is estimated from default activity; no workload was simulated.
